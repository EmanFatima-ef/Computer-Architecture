`./config.mk`:
```
export PLATFORM = sky130hd
export DESIGN_NAME = Forward_stall_unit
export DESIGN_NICKNAME = Forward_stall_unit
export VERILOG_FILES = /design/flow/design.v
export SDC_FILE = /design/flow/constraint.sdc
export NUM_CORES = 4
export LEC_CHECK = 1
export CORE_AREA = 10 10 70 70
export DIE_AREA = 0 0 80 80
```
`./constraint.sdc`:
```
current_design Forward_stall_unit

set clk_period 2.4
set clk_io_pct 0.2

create_clock -name clk0 -period $clk_period

set non_clock_inputs [all_inputs -no_clocks]
set_input_delay [expr $clk_period * $clk_io_pct] -clock clk0 $non_clock_inputs
set_output_delay [expr $clk_period * $clk_io_pct] -clock clk0 [all_outputs]
```
`./design.v`:
```
module Forward_stall_unit(input logic [31:0] inst_machine_codeMW2, inst_machine_codeMW, input logic reg_wrMW,br_taken,clk,
                          output logic For_A, For_B, stall, stall_MW,flush);
						logic [4:0] rs1_addr, rs2_addr,rd_addr;
						logic rs1_valid, rs2_valid, rs1_hazard, rs2_hazard;
						assign rd_addr = inst_machine_codeMW2[11:7];
						assign rs1_addr = inst_machine_codeMW[19:15];
						assign rs2_addr = inst_machine_codeMW[24:20];
                        assign rs1_valid = |rs1_addr;
                        assign rs2_valid = |rs2_addr;
                        assign rs1_hazard = ((rs1_addr == rd_addr) & reg_wrMW)& rs1_valid & (inst_machine_codeMW2[6:0] != 7'b0000011);
                        assign rs2_hazard = ((rs2_addr == rd_addr) & reg_wrMW)& rs2_valid & (inst_machine_codeMW2[6:0] != 7'b0000011);
						assign For_A = rs1_hazard ;
						assign For_B = rs2_hazard ;
						assign stall = ((For_A | For_B) & (inst_machine_codeMW2[6:0] == 7'b0000011));
						assign stall_MW = ((For_A | For_B) & (inst_machine_codeMW2[6:0] == 7'b0000011));
						assign flush = (inst_machine_codeMW[6:0] == 7'b1100011 & br_taken);
endmodule
```
`./run.sh`:
```
#!/bin/bash
# OpenROAD 26Q1-2900-gdf79404cd8, Yosys 0.63+post, stock flow scripts
make -C /OpenROAD-flow-scripts/flow DESIGN_CONFIG=/design/flow/config.mk WORK_HOME=/design/flow/orfs finish
```
==> run summary <==
Physical implementation status

The area of the synthesized netlist per yosys stat stands at ~190 sq um. The fraction of met3 tracks used by global routing stands at 0.0170. The via count of the first global-routing pass stands at about 350. The final critical-path share of the clock period stands at 0.953. Sorting the synthesized cells by area gives the leading types as sky130_fd_sc_hd__xnor2_1, sky130_fd_sc_hd__o41ai_1, sky130_fd_sc_hd__a211oi_1. OpenROAD emitted warnings numbering about 68.

The sequential element share of the synthesized area stands at 0. By startpoint and endpoint, the worst setup path is classified as input port to output port. After layout, the minimum clock period comes to approximately 2.3 ns. In the final layout, the share of cells above drive strength 1 is 0.0656.

Per the OpenROAD floorplan log, the area of the die is around 6400 sq um. The number of violations reported at the end of detailed-routing iteration 0 stands at 5. The width of the die stands at ~80 um. Counting the warning lines in the Yosys log gives 0. Per the GRT log, the top usage layer is met1. STA classifies the critical path endpoint as an output port. The number of maximum-capacitance constraint violations stands at 0. The top achievable clock speed stands at 437 MHz.

The power report puts the net switching power at 0.0223 mW. The first global-routing pass estimated ~1.7 mm of wire. The global-route track usage on met1 stands at 0.0481. Using the TritonRoute via totals, the vias-per-cell ratio works out to about 3.0.

The share of total power dissipated in sequential elements is 0. The area of the core stands at between 3000 and 4000 sq um. Detailed routing inserted a total of roughly 320 vias.

Switching power as a fraction of the total was reported as 0.280. The detailed-route DRC error count stands at 0. The sequential cell count stands at 0.

The distinct cell type count of the synthesized netlist stands at 12. The worst-case setup margin in the final layout stands at approximately 0.11 ns. The global route stage reports its total congestion overflow as 0. For the worst min-delay path, the startpoint reported by OpenROAD is inst_machine_codeMW[24]. The share of total power dissipated in the clock network is 0. Endpoints failing hold in the final report were tallied at 0. Before any placement, the netlist area is recorded as around 190 sq um. The global routing met2 resource utilization stands at 0.0417. In this run the worst path has a maximum fanout of 2. The analysis reports a worst IR drop on VDD of between 0.00003 and 0.00004 V. Setup repair after global routing left no endpoint under its margin. The synthesized instance count stands at 27. The data arrival time at the worst-slack endpoint stands at 1.81 ns. In the final layout, flip-flops and latches occupy 0 sq um. The internal portion of total power stands at 0.0572 mW. The area growth from synthesis to final layout stands at 211%. The final timing report counts setup violations totalling 0.

STA classifies the critical path startpoint as an input port. For hold timing, the worst endpoint is For_B. The initial antenna violation count stands at 0. The number of optimization iterations in the first detailed-route pass stands at 2. The chip height stands at ~80 um.

The starting density of the core stands at 0.0560. The count of buffers added on input and output ports is 34. For this run, the total global-route usage over all layers was measured as 0.0323. Total power for the finished layout comes to 0.0795 mW. Clock buffers in the final layout number 0. Of the total power, combinational logic draws 1.000. In this run the remaining antenna-violating nets after routing total 0.

The top cell type's share of synthesized area stands at 0.366. Per the layout report, the design carries 399 filler cells. The routed length per placed instance stands at between 10 and 15 um.

The mean cell area of the mapped netlist stands at around 7 sq um. For reference, the placement row count at floorplan is 21. Counting pins that exceed their max-slew limit in the final report gives 0.

The number of diodes added for antenna fixing stands at 0. The run finished with clean final reports. The static leakage stands at between 0.2 and 0.25 nW. The placement summary gives the final routability congestion estimate as 0.719. The largest total area in the synthesized netlist belongs to sky130_fd_sc_hd__xnor2_1. Total power normalized to cell area comes to roughly 130 nW/um^2. The hold-fix buffer count after cts stands at 0. The OpenROAD report gives the critical path a required time of between 1.5 and 2 ns. Per the post-place timing report, worst setup slack is -0.362 ns. The largest net degree at the start of global routing stands at 5. The final layout contains routed wiring with a total length of about 1.2 mm. The number of cells on the worst hold path stands at 4. The path class of the tightest hold or removal check is input port to output port.

The number of top-level design ports stands at slightly above 70. In the Yosys report the total cell count is 27.
==> area by class of cell <==
class                      count  area, sq um  share of cell area
tap                           46         57.6              0.0966
multi-input combinational     26          193               0.324
timing repair buffer          35          345               0.580
==> cells in the mapped netlist, drive strengths merged <==
cell	instances
conb	1
nor2	2
buf	2
nor4	1
or4	1
xnor2	8
a211oi	2
nand4	2
o31ai	1
nand4b	1
o41ai	2
nand2	4
==> worst max-delay path by stage <==
stage	cells past startpoint	to	slack, ns	start
CTS	6	For_B	0.007	inst_machine_codeMW2[4]
global route	6	For_B	0.04	inst_machine_codeMW2[6]
finish	6	For_B	0.11	inst_machine_codeMW2[6]
==> metal layers <==
layer	up-vias	share of wire
li1	167	-
met1	125	0.49
met2	28	0.36
met3	0	0.15
met4	0	0
met5	-	0
==> stage by stage <==
stage                     std cells  TNS (ns)  hold WS, ns  area [sq um]  utilization
after floorplan                  28         0        0.975           195            -
final                           107         0         1.63           596        0.174
after CTS                       107         0         1.65           591        0.173
after global placement          106    -0.710         1.86           578        0.169
after detailed placement        106    -0.709         1.87           578        0.169
after global routing            107         0         1.67           596        0.174
==> layout by cell type, fill, tap and decap left out, drive strengths merged <==
cell,netlist,routed
dlymetal6s2s,0,2
o31ai,1,1
buf,2,2
nand2,4,4
xnor2,8,8
clkdlybuf4s15,0,1
nand4b,1,1
a211oi,2,2
dlygate4sd2,0,2
nor2,2,2
o41ai,2,2
conb,1,2
clkdlybuf4s50,0,28
nor4,1,1
or4,1,1
nand4,2,2
==> critical path, cell delays in order <==
cell and delay [ns]:
sky130_fd_sc_hd__dlygate4sd2_1 0.23, sky130_fd_sc_hd__or4_4 0.54, sky130_fd_sc_hd__o31ai_4 0.25, sky130_fd_sc_hd__buf_4 0.14, sky130_fd_sc_hd__a211oi_1 0.03, sky130_fd_sc_hd__buf_2 0.14
==> power by group through the flow <==
stage / Combinational [mW] / Clock [mW] / Sequential [mW]
after CTS: 0.0809 / 0 / 0
after global routing: 0.0845 / 0 / 0
final: 0.0795 / 0 / 0
==> logic make-up (layout without fill, tap and decap cells) <==
family,count (synthesis),in the layout,synth area share
xor gates and xnor gates,8,8,0.366
other,1,2,0.0196
AOI/OAI and AO/OA,5,5,0.235
buffers and inverters,2,35,0.0784
and+or+nand+nor,11,11,0.301
==> timing repair <==
item                                   4_1_cts  5_1_grt
pin swaps                                    2        2
setup buffers                                1        0
endpoints found under the hold margin        0        0
setup endpoints to repair                    2        2
gates resized                               10        2
Power figures rest on the tool's default switching activity, not on a simulated workload.
