### flow/design.v
module PC(
input logic [31:0] pc_in,
input  logic br_taken, clk, reset,
output logic [31:0] pc_out
);
always @(posedge clk ) begin
if(reset)
pc_out <= 0;
else
pc_out <= br_taken ? pc_in : pc_out + 4;
end
endmodule
### flow/run.sh
#!/bin/bash
# OpenROAD 26Q1-2900-gdf79404cd8, Yosys 0.63+post, stock flow scripts
make -C /OpenROAD-flow-scripts/flow DESIGN_CONFIG=/design/flow/config.mk WORK_HOME=/design/flow/orfs finish
### flow/config.mk
export PLATFORM = sky130hd
export DESIGN_NAME = PC
export DESIGN_NICKNAME = PC
export VERILOG_FILES = /design/flow/design.v
export SDC_FILE = /design/flow/constraint.sdc
export NUM_CORES = 4
export LEC_CHECK = 1
export CORE_UTILIZATION = 40
### flow/constraint.sdc
current_design PC

set clk_period 6.4
set clk_io_pct 0.2

create_clock -name clk0 -period $clk_period [get_ports {clk}]

set non_clock_inputs [all_inputs -no_clocks]
set_input_delay [expr $clk_period * $clk_io_pct] -clock clk0 $non_clock_inputs
set_output_delay [expr $clk_period * $clk_io_pct] -clock clk0 [all_outputs]
==> run summary <==
Implementation results are summarized by area below.

Critical path
The critical path's top delay family is buffers and inverters. For reference, the most critical setup path is categorized as in2reg. The worst-case register-to-register setup slack is 4.23 ns. Per STA, the endpoint of the critical path is pc_out[23]$_SDFF_PP0_. The STA report counts the stages on the worst setup path as 5. Counting both buffers and inverters, the worst setup path holds a total of 3.

The worst setup path is launched from an input port. The launching element of the worst setup path is br_taken. STA classifies the critical path endpoint as a register. The worst reg-to-reg path cell count is 4. The data required time at the worst endpoint is 6.58 ns. Walking the worst path, the cells encountered are clkdlybuf4s50_1, inv_1, buf_4, nor2_1, a311oi_1. Per the timing report, the most critical flop-to-flop path originates at pc_out[5]$_SDFF_PP0_.

For this design, the slowest cell found on the critical path is sky130_fd_sc_hd__clkdlybuf4s50_1. Per the timing report, the most critical flop-to-flop path finishes at pc_out[22]$_SDFF_PP0_. The maximum fanout encountered on the critical timing path is 37. The delay of the slowest critical-path stage is 0.76 ns. At the worst endpoint, the arrival time is 3.34 ns.

Yosys
The per-instance average area after synthesis is 8.224 sq um. The count of library flops with an enable pin is 0. Yosys mapped the design onto 38 distinct sky130hd cell types. The sequential area share after synthesis is 36.57%.

The cell type with the highest aggregate area in the netlist is sky130_fd_sc_hd__dfxtp_1. The main flop type is sky130_fd_sc_hd__dfxtp_1. By area the synthesized netlist is led by sky130_fd_sc_hd__dfxtp_1, sky130_fd_sc_hd__a311oi_1, sky130_fd_sc_hd__nor2_1, sky130_fd_sc_hd__nand2_1, sky130_fd_sc_hd__a211oi_1.

The top cell type's share of synthesized area is 36.57%. The synthesized area is 1752 sq um. The number of register bits inferred by synthesis is 32. The synthesized netlist has a Yosys-reported chip area of 1752 sq um.

Per the synth stats, the proportion of register bits with asynchronous set or reset is 0%. The yosys cell count is approximately 210. The synthesized instance count is around 210. The yosys warning tally is 1.

Worst hold path
The path class of the tightest hold or removal check is reg2reg.

Timing
The post-layout period usage of the worst path is 49.28%. The peak clock frequency supported by timing is approximately 320 MHz. Setup repair after global routing left no endpoint under its margin. After layout, the minimum clock period comes to between 3 and 4 ns.

The end-of-flow timing check tallies setup violations at 0. The number of hold violations in the final report is 0. The final-layout setup total negative slack is 0 ns. The worst slew margin relative to its limit is 41.14%. In the final run the clock tree shows a worst skew of around 0.0053 ns. The actual transition at the worst max-transition pin is 0.8749 ns. The final timing report lists a max-slew violation count of 0.

Global route
For this run, the total global-route usage over all layers was measured as 22.02%. The remaining global-route overflow is 0. The initial antenna violation count was 0. The number of global-route vias before repair was 1,611.

The wire length of the first global-routing pass is 7.631 mm. Entering global routing, the biggest net connects 38 pins.

Cells and area
The multi-input combinational cell area is roughly 1000 sq um. In the final layout, flip-flops and latches occupy 640.6 sq um. The number of flip-flops in the largest register is 32. The most flop-heavy register is pc_out. The largest registers in the layout are pc_out x32.

Fill cells in the final layout number around 380. The layout summary lists the proportion of cells stronger than drive strength 1 as 4.710%. The flow measured a signed area growth from synthesis to layout of 44.00%.

Job
The count of max-cap constraint violations is 0. Summing over the stages, the warning tally comes to 26.

Detailed routing
The antenna diode count is 0. For this block, the initial DRC count from the detailed router was 140. The wire length recorded after detailed routing is 4.685 mm. In the final routed layout, each cell accounts on average for 14.37 um. The routed layout has 1,863 vias. The number of detailed-route iterations in the first pass is 4. Dividing the detail-routed via count by the number of cells gives 5.715. The count of nets left with antenna violations once routing finished came out at 0. TritonRoute reported its final design rule violation total as 0.

CTS
The H-tree was split into 2 levels. The clock tree from TritonCTS is built. The hold-fix buffer count after cts is 0. Post-CTS timing repair inserted 0 buffers for setup. The clock network latency to the later pin of the worst-skew pair is 0.28 ns. The library cell used as clock root buffer is sky130_fd_sc_hd__clkbuf_8. Counting the buffers created by CTS gives 5. The clock-pin transition on the worst setup and hold timing paths is roughly 0.06 ns. The number of sinks driven by the clock tree is 32.

Counting along the longest clock path gives a buffer depth of 2. The post-cts resize count is 0.

Placement
Per the gpl log, the routability congestion estimate is 0.7794. Once detailed placement completed, the half-perimeter wirelength came to approximately 3.2 mm. Per the placement log, port buffering inserted about 66 buffers.

Floorplan
The die is 68.18 um tall. For this configuration, the core starts out at a cell density of 42.57%. The I/O pin total is 67. The area inside the core boundary is 4115 sq um. The horizontal die size is a little under 70 um.

The area of the chip is around 4600 sq um. The row count is 23.

Power and ir drop
IR analysis of the VDD net gives a maximum drop of 0.1154 mV. The cell leakage power is ~0.84 nW. The power density over the cells is 188.1 nW/um^2.

The total chip power is approximately 470 uW.

Run status
The flow ran to the end, and the final reports show no timing, DRC or antenna violations.
-- kinds of logic (layout without fill, tap and decap cells) --
kind of cell               after synthesis  count (layout)  share of synthesized area, %
and+or+nand+nor                         94              94                         29.21
buffers and inverters                   22              85                         5.214
xor gates and xnor gates                 8               8                         4.000
AOI/OAI and AO/OA                       53              53                         22.57
muxes                                    3               3                         1.714
adders and majority gates                1               1                        0.7142
DFF                                     32              32                         36.57
-- where the power goes --
part	internal (mW)	switching, mW
sequential	0.213	0.0188
combinational	0.0552	0.0263
clock	0.0877	0.0731
total	0.356	0.118
-- worst register-to-register path: cells and delay by family, from the launching register on --
family	cells	cell delay, ns
and+or+nand+nor	3	1.35
AOI/OAI and AO/OA	1	0.25
DFF	1	0.49
-- worst min path at each step --
stage	slack, ns	start	cells past startpoint	endpoint
CTS	0.51	pc_out[0]$_SDFFE_PP0P_	2	pc_out[0]$_SDFFE_PP0P_
global route	0.55	pc_out[0]$_SDFFE_PP0P_	2	pc_out[0]$_SDFFE_PP0P_
finish	0.50	pc_out[0]$_SDFFE_PP0P_	2	pc_out[0]$_SDFFE_PP0P_
-- cell usage after synthesis (4+ instances only) --
master	n
sky130_fd_sc_hd__clkbuf_1	7
sky130_fd_sc_hd__o21ai_0	10
sky130_fd_sc_hd__buf_1	4
sky130_fd_sc_hd__nand2_1	15
sky130_fd_sc_hd__nand3_1	9
sky130_fd_sc_hd__nor3_1	8
sky130_fd_sc_hd__inv_1	9
sky130_fd_sc_hd__nor2_1	27
sky130_fd_sc_hd__or3_1	8
sky130_fd_sc_hd__nand4_1	4
sky130_fd_sc_hd__a211oi_1	7
sky130_fd_sc_hd__dfxtp_1	32
sky130_fd_sc_hd__o31ai_1	7
sky130_fd_sc_hd__nor4_1	4
sky130_fd_sc_hd__a311oi_1	15
sky130_fd_sc_hd__xnor2_1	5
sky130_fd_sc_hd__or4_1	7
sky130_fd_sc_hd__and4_1	4
-- layer usage --
layer / GRT usage, % / part of all wire, % / vias up
met2: 33.58 / 45 / 61
met1: 31.95 / 49 / 851
met4: 4.167 / 1.3 / 0
li1: - / - / 943
met5: 0 / 0 / -
met3: 5.743 / 5.6 / 8
-- stage by stage --
step                      std cells  utilization [%]  setup slack [ns]  instance area, sq um  hold WS (ns)
final                           326            61.30             3.246                  2522        0.5021
after global routing            326            61.30             3.025                  2522        0.5509
after CTS                       326            61.30             3.289                  2522        0.5095
after detailed placement        318            59.11             3.012                  2432        0.4932
after global placement          318            59.11             3.064                  2432        0.4809
after floorplan                 213                -             4.010                  1752        0.4365
-- final cells by class --
type,instances,share of cell area [%]
Timing Repair Buffer,68,26.79
Sequential cell,32,25.40
Clock buffer,8,3.571
Inverter,9,1.339
Tap cell,50,2.480
Multi-Input combinational cell,159,40.43
-- layout by cell type (no fill, tap or decap), types with 2 or more instances in the layout --
master                            synthesis  final
sky130_fd_sc_hd__and4_1                   4      4
sky130_fd_sc_hd__a211oi_1                 7      7
sky130_fd_sc_hd__xor2_1                   3      3
sky130_fd_sc_hd__nand2_1                 15     15
sky130_fd_sc_hd__a311oi_1                15     15
sky130_fd_sc_hd__a21oi_1                  3      3
sky130_fd_sc_hd__buf_4                    0      2
sky130_fd_sc_hd__o21a_1                   2      2
sky130_fd_sc_hd__clkbuf_8                 0      6
sky130_fd_sc_hd__nand3_1                  9      9
sky130_fd_sc_hd__clkbuf_1                 7      2
sky130_fd_sc_hd__clkdlybuf4s50_1          0     66
sky130_fd_sc_hd__xnor2_1                  5      5
sky130_fd_sc_hd__nor4_1                   4      4
sky130_fd_sc_hd__nor3_1                   8      8
sky130_fd_sc_hd__o211ai_1                 2      2
sky130_fd_sc_hd__a2111oi_0                2      2
sky130_fd_sc_hd__o31ai_1                  7      7
sky130_fd_sc_hd__nand4_1                  4      4
sky130_fd_sc_hd__o21ai_0                 10     10
sky130_fd_sc_hd__dfxtp_1                 32     32
sky130_fd_sc_hd__or3_1                    8      8
sky130_fd_sc_hd__nor2_1                  27     27
sky130_fd_sc_hd__inv_1                    9      9
sky130_fd_sc_hd__o211a_1                  2      2
sky130_fd_sc_hd__or4_1                    7      7
sky130_fd_sc_hd__or4_4                    2      2
sky130_fd_sc_hd__mux2i_1                  3      3
Power is estimated from default activity; no workload was simulated.
